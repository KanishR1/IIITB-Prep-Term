### flow/design.v
module full_Adder( 
  input D1, D2, Cin, 
  output Sum_out, Cout
  );  
    wire a1, a2, a3;    
xor u1(a1,D1,D2);
and u2(a2,D1,D2);
and u3(a3,a1,Cin);
or u4(Cout,a2,a3);
xor u5(Sum_out,a1,Cin); 
endmodule  
module rca4(
    input [3:0]a,b,
    input cin,
    output [3:0]sum,
    output cout
);
wire [2:0]c;
full_Adder M0(.D1(a[0]), .D2(b[0]), .Cin(cin), .Sum_out(sum[0]), .Cout(c[0]));
full_Adder M1(.D1(a[1]), .D2(b[1]), .Cin(c[0]), .Sum_out(sum[1]), .Cout(c[1]));
full_Adder M2(.D1(a[2]), .D2(b[2]), .Cin(c[1]), .Sum_out(sum[2]), .Cout(c[2]));
full_Adder M3(.D1(a[3]), .D2(b[3]), .Cin(c[2]), .Sum_out(sum[3]), .Cout(cout));
endmodule
### flow/run.sh
#!/bin/bash
# OpenROAD 26Q1-2900-gdf79404cd8, Yosys 0.63+post, stock flow scripts
make -C /OpenROAD-flow-scripts/flow DESIGN_CONFIG=/design/flow/config.mk WORK_HOME=/design/flow/orfs finish
### flow/config.mk
export PLATFORM = sky130hd
export DESIGN_NAME = rca4
export DESIGN_NICKNAME = rca4
export VERILOG_FILES = /design/flow/design.v
export SDC_FILE = /design/flow/constraint.sdc
export NUM_CORES = 4
export LEC_CHECK = 1
export CORE_AREA = 10 10 70 70
export DIE_AREA = 0 0 80 80
### flow/constraint.sdc
current_design rca4

set clk_period 5.0
set clk_io_pct 0.2

create_clock -name clk0 -period $clk_period

set non_clock_inputs [all_inputs -no_clocks]
set_input_delay [expr $clk_period * $clk_io_pct] -clock clk0 $non_clock_inputs
set_output_delay [expr $clk_period * $clk_io_pct] -clock clk0 [all_outputs]
==> impl_metrics.ini <==
; flow metrics
[layout]
fill_cells = 408
syn_to_final_growth_pct = 114
seq_cells = 0
ff_latch_area_um2 = 0
layout-drive-gt1-share_pct = 0
clockBufferCount = 0
layout_top_cell = clkdlybuf4s50_1
lay_top_cells = clkdlybuf4s50_1 (14), inv_1 (10), fa_1 (4)

[critical_path]
crit_arrival_ns = 3.44
start_kind = input port
worstSetupPathType = input port to primary output
worstPathRequired_ns = 4.00
end_kind = primary output
worstPathMaxFanout = 1

[place]
io_buffers = 14
routabilityCongestion = 0.783
hpwl_um = 418

[synth]
avgSynthCellArea_um2 = 8.20
yosys_warnings = 0
yosysUniqueCellTypes = 3
ys_cells = 18
synth_cells = 18
synth_area_um2 = 148
ys_chip_area_um2 = 148
ys_seq_share_pct = 0

[final_timing]
max_freq_ghz = 0.225
setup_viol = 0
fin_hold_ws_ns = 3.05
fin_crit_sh_pct = 88.9
worstMarginPinSlew_ns = 0.102
relSlewSlack_pct = 93.2
tns_ns = 0
rsz0062_at_grt = no
hold_violations = 0
fin_crit_ns = 4.44
drv_slew = 0

[clock_tree]
postCtsHoldBufs = 0
cts_resized = 0
post-cts-setup-buffer-count = 0

[detailed_routing]
wl_per_cell_um = 5.68
dr.pass1.iters = 1
n_antenna_cell = 0
vias = 126
viasPerCell = 1.70
totalWireLength_um = 420
drtIter0Drc = 0
postRouteAntennaNets = 0
drc = 0

[global_route]
grt_overflow = 0
groute.usage.overall_pct = 1.32
grt_pass1_wl_um = 655
grt_max_degree = 2
grt_pass1_vias = 143
antenna_found_initial = 0

[floorplanning]
dieArea_mm2 = 0.00640
rows = 21
fp_util_pct = 4.32
die_width_um = 80
design.core.area_mm2 = 0.00342
die_h_um = 80
ios = 14

[run]
tool_warnings = 32
max-cap-violations = 0

[outcome]
status = finished clean

[pwr]
p_sw_uw = 7.82
p_leak_uw = 0.000137
comb_power_share_pct = 100.0
ir_worst_vdd_mv = 0.0233
power.total_uw = 28.2
pwr-share-clk_pct = 0
pwr-share-seq_pct = 0
powerDensity_mw_per_mm2 = 89.6
switching_share_pct = 27.7
internal_power_uw = 20.4

[worst_hold_path]
min-delay-path-class = input port to primary output
## through the flow
| stage | worst slack, ns | instances | utilization, % | cell area, um^2 |
|---|---|---|---|---|
| final | 0.555 | 74 | 9.23 | 315 |
| after CTS | 0.508 | 74 | 9.23 | 315 |
| after detailed placement | 0.513 | 74 | 9.23 | 315 |
| after floorplan | 1.42 | 18 | - | 148 |
| after global routing | 0.377 | 74 | 9.23 | 315 |
| after global placement | 0.537 | 74 | 9.23 | 315 |
## final cells by class
type | instances | area [um^2] | share of cell area [%]
multi-input combinational | 4 | 80.1 | 25.4
timing repair buffer | 14 | 140 | 44.4
tap | 46 | 57.6 | 18.3
inverter | 10 | 37.5 | 11.9
## cells by family after synthesis
| family | synth area share, % |
|---|---|
| buffers and inverters | 45.8 |
| adder cells (fa/ha/maj) | 54.2 |
## worst paths after layout
path  start  endpoint  slack (ns)  cells past startpoint
max    a[0]    sum[3]        0.56                     10
min     cin    sum[0]        3.05                      5
## power by group through the flow
| stage | clock network (uW) | registers, uW | logic (uW) |
|---|---|---|---|
| 6_report | 0 | 0 | 28.2 |
| 4_1_cts | 0 | 0 | 29.5 |
| 5_1_grt | 0 | 0 | 32.2 |
## critical path, stage by stage
cell and delay [ns]:
clkdlybuf4s50_1 0.39, inv_1 0.08, fa_1 0.17, inv_1 0.05, fa_1 0.40, fa_1 0.37
inv_1 0.07, fa_1 0.40, inv_1 0.06, clkdlybuf4s50_1 0.46
## routing by layer
layer | vias to the layer above | global-route usage (%) | wire, um
met2 | 14 | 1.44 | 87
li1 | 60 | - | -
met4 | 0 | 0 | 0
met3 | 0 | 0.795 | 89
met5 | - | 0 | 0
met1 | 52 | 2.14 | 243
## Yosys cell counts, drive strengths merged
master / instances / area, um^2
fa: 4 / 80.1
buf: 4 / 30.0
inv: 10 / 37.5
No activity file was given, so power comes from the tool's default toggle rates.
