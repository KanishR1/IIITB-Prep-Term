==> ./design.v <==
`timescale 1ns/1ps
module updown_counter    (
out     ,   
enable  ,   
clk     ,   
reset   ,   
up_down     
);
output [3:0] out;
input enable, clk, reset,up_down;
reg [3:0] out; 
always @(posedge clk)
if (reset) begin  
  out = 4'b0 ;
end 
else if (enable) begin 
  if(up_down)
  out = out + 1;
  else
  out = out-1;
end
endmodule 
==> ./run.sh <==
#!/bin/bash
# OpenROAD 26Q1-2900-gdf79404cd8, Yosys 0.63+post, stock flow scripts
make -C /OpenROAD-flow-scripts/flow DESIGN_CONFIG=/design/flow/config.mk WORK_HOME=/design/flow/orfs finish
==> ./config.mk <==
export PLATFORM = sky130hd
export DESIGN_NAME = updown_counter
export DESIGN_NICKNAME = updown_counter
export VERILOG_FILES = /design/flow/design.v
export SDC_FILE = /design/flow/constraint.sdc
export NUM_CORES = 4
export LEC_CHECK = 1
export CORE_AREA = 10 10 70 70
export DIE_AREA = 0 0 80 80
==> ./constraint.sdc <==
current_design updown_counter

set clk_period 1.9
set clk_io_pct 0.2

create_clock -name clk0 -period $clk_period [get_ports {clk}]

set non_clock_inputs [all_inputs -no_clocks]
set_input_delay [expr $clk_period * $clk_io_pct] -clock clk0 $non_clock_inputs
set_output_delay [expr $clk_period * $clk_io_pct] -clock clk0 [all_outputs]
==> Changelog: implementation <==
### Physical design

* Synthesized registers at 4
* Finished Cell Area at just over 400 um^2
* Global route total overflow at 0
* NetSw at ~76 uW
* Non-filler instance count after layout at between 80 and 90
* Root buf cell: clkbuf_4
* Synth Cell Area at 234 um^2
* RSZ-0062 raised after global routing: no
* Status: finished clean
* Worst EP required at 2.02 ns
* IO buf count at 7
* CTS Buffer Depth at 2
* # setup viols final at 0
* Antenna-violating nets left at 0
* Worst-Skew Late Latency at 0.24 ns
* Dpl cell area at roughly 380 um^2
* Critical path peak fanout at 2
* Detailed Route Iter0 Violations at 3
* Fillers at 408
* Top logic cell by instance count in the layout: clkdlybuf4s50_1
* Cell variety after synth at 14
* Setup WS pre-CTS at -0.325 ns
* Internal reg-to-reg setup slack at between 0.2 and 0.3 ns
* First-pass GRT wire length at 979 um
* Final Hold Viols at 0
* RR Endpoint: out[3]
* GPL Wtd Cong at approximately 0.67
* Row cnt at 21
* Drt pass-1 iters at 4
* DR vias/cell at 2.45
* DR WL/cell at roughly 6.8 um
* Cell count listed in synth_stat.txt at 24
* Slew Viols, Final at 0
* Clock Pin Slew Worst Setup and Hold Paths at 0.04 ns
* Critical Path Start Type: input pin
* F_max at 600 MHz
* Worst r2r path cells at 5
* Post-CTS Setup Bufs at 0
* Tool warnings at 25
* Chip width at 80 um
* Vias in the first global route at 231
* Antenna violations before repair at 0
* Leak Pwr at 0.000170 uW
* Cell count after synthesis at 24
* Die area at 6400 um^2
* Mean post-synth cell area at 9.75 um^2
* Flop pwr share at between 30% and 40%
* Skew final at 0.00520 ns
* DRT Wirelength at about 560 um
* CP Class: input pin to flop
* Share of the yosys chip area belonging to registers at between 30% and 40%
* Yosys stat chip area at 234 um^2
* Slew @ Worst Pin at about 0.18 ns
* Hold WC Path Type: flop to flop
* Placed cell count at 79
* CTS tree: yes
* Power, Total at 299 uW
* Peak supply drop at between 0.15 and 0.2 mV
* Switch share at ~26%
* Clock share of power at 35.5%
* Vert. Die Dim at 80 um
* Worst r2r src: out[1]
* CP arrival at roughly 1.8 ns
* Top cells excl fill/tap: 6 x clkdlybuf4s50_1, 4 x nor2_1, 4 x dfxtp_1, 3 x clkbuf_4, 3 x buf_4
* CP Launch Point: up_down
* Crit path time final at 1.67 ns
* CTS buffer count at 3
* Int Power at 223 uW
* Area Overhead vs Synth at 77.0%
* Yosys warns at 1
* Floorplan Utilization at 6.85%
* All-Layer GR Usage at 1.90%
* Crit path capture: out[3]
* Number of remaining DRC errors at 0
* CP endpoint kind: flop
* Slew margin rel. at ~87%
* Max-Cap Viols at 0
* Comb power frac at 28.7%
* Final worst slack at 0.233 ns
* Num Clock Sinks at 4
* H-tree levels at 1
* Period utilisation layout at roughly 88%
* I/O pins at 8
* Largest net degree at the start of global routing at 6
* Core area at 3420 um^2
* Diode count at 0
* Pwr dens at 723 nW/um^2
* Share of post-route cells with drive strength above 1 at 22.2%
* Max reg flops at 4
* Via count at 201
==> worst max-delay path, stage by stage <==
cell and delay (ns):
dlygate4sd2_1 0.24, inv_1 0.07, ha_1 0.22, a21o_1 0.16, a21oi_2 0.13, mux2i_1 0.24, mux2_1 0.34
==> repair_timing <==
action | in CTS | in global routing
setup endpoints to repair | 1 | 0
gates resized | 2 | 0
hold endpoints to repair | 0 | 0
hold buffers | 0 | 0
==> Yosys cell counts (all sizes together) <==
cell / number / area (um^2)
dfxtp: 4 / 80.1
xnor2: 2 / 17.5
nor2b: 1 / 6.26
a211oi: 1 / 7.51
clkbuf: 1 / 3.75
a21o: 1 / 7.51
mux2: 1 / 11.3
ha: 2 / 25.0
inv: 1 / 3.75
nand2: 2 / 7.51
a21oi: 1 / 8.76
fa: 1 / 20.0
nor2: 4 / 15.0
mux2i: 2 / 20.0
==> area by class of cell <==
| type | count | area [um^2] | area share [%] |
|---|---|---|---|
| multi-input combinational | 18 | 159 | 38.4 |
| timing repair buffer | 10 | 91.3 | 22.1 |
| inverter | 1 | 3.75 | 0.906 |
| sequential | 4 | 80.1 | 19.3 |
| clock buffer | 3 | 22.5 | 5.44 |
| tap | 46 | 57.6 | 13.9 |
==> per-layer routing <==
metal / vias to the layer above / share of wire, % / wire, um / GRT usage [%]
li1: 103 / - / - / -
met1: 95 / 38 / 212 / 2.07
met2: 3 / 55 / 307 / 2.97
met3: 0 / 6.7 / 37 / 1.14
met4: 0 / 0 / 0 / 0.704
met5: - / 0 / 0 / 0
==> how the worst min path moves through the flow <==
stage,startpoint,end,slack (ns),cells past startpoint
4_1_cts,out[2],out[2],0.56,2
6_report,out[3],out[3],0.56,2
5_1_grt,out[2],out[2],0.59,2
==> power by group through the flow <==
stage | combinational [uW] | clock [uW] | sequential (uW)
final | 85.9 | 106 | 107
after CTS | 88.1 | 112 | 108
after global routing | 97.9 | 121 | 109
==> stage by stage <==
| step | hold slack, ns | TNS, ns | utilization (%) |
|---|---|---|---|
| final | 0.561 | 0 | 12.1 |
| after global routing | 0.590 | 0 | 12.1 |
| after floorplan | 0.452 | 0 | - |
| after detailed placement | 0.526 | -0.330 | 11.1 |
| after CTS | 0.560 | 0 | 12.1 |
| after global placement | 0.507 | -0.324 | 11.1 |
==> cells by family (layout without fill, tap and decap cells) <==
group,Yosys count,in the layout,synth area share (%)
AND/OR/NAND/NOR,7,7,12.3
AND-OR/OR-AND,3,3,10.2
XOR/XNOR,2,2,7.49
flip-flops,4,4,34.2
multiplexers,3,3,13.4
buffers and inverters,2,14,3.21
adder cells (fa/ha/maj),3,3,19.2
Power and IR drop assume default switching activity.
