[flow/design.v]
module mux(
    input [15:0] I0,I1,
    input S,
    output [15:0]Y
);
assign Y = S ? I1:I0;
endmodule
[flow/run.sh]
#!/bin/bash
# OpenROAD 26Q1-2900-gdf79404cd8, Yosys 0.63+post, stock flow scripts
make -C /OpenROAD-flow-scripts/flow DESIGN_CONFIG=/design/flow/config.mk WORK_HOME=/design/flow/orfs finish
[flow/config.mk]
export PLATFORM = sky130hd
export DESIGN_NAME = mux
export DESIGN_NICKNAME = mux
export VERILOG_FILES = /design/flow/design.v
export SDC_FILE = /design/flow/constraint.sdc
export NUM_CORES = 4
export LEC_CHECK = 1
export CORE_AREA = 10 10 70 70
export DIE_AREA = 0 0 80 80
[flow/constraint.sdc]
current_design mux

set clk_period 1.0
set clk_io_pct 0.2

create_clock -name clk0 -period $clk_period

set non_clock_inputs [all_inputs -no_clocks]
set_input_delay [expr $clk_period * $clk_io_pct] -clock clk0 $non_clock_inputs
set_output_delay [expr $clk_period * $clk_io_pct] -clock clk0 [all_outputs]
==> summary.txt <==
First-pass GRT wire length - 2159 µm
Critical path, cell by cell - buf_12 > buf_16 > mux2_4 > buf_6
# Cells Yosys - 18
Unique cell types - 4
Cells after synthesis - 18
Startpoint types - primary input
Setup repair after global routing missed its margin - true
Failing checks - setup timing
Pleak - 0.4153 nW
Fin crit period - 1.055 ns
Share of layout cells above drive strength 1 - 52.24%
First-pass detailed-route iteration total - 1
Vias per Instance - 3.327
CP Class - primary input to output pin
Seq/Total Area, Yosys - 0%
Logic area - 240.2 µm²
Core Util at FP - 7.289%
I/O Pins - 49
Tot GR Track Use - 4.156%
Placed cell area - 785.8 µm²
Post-Route WL - 1414 µm
Setup Viol. Count Final - 16
Area growth from synthesis to layout - 216.6%
Slew margin rel. - 95.21%
PwrDens - 374.5 mW/mm²
CP max stage delay - 0.30 ns
FP Rows - 21
Seq. cell area - 0 µm²
Remaining Overflow, GRT - 0
DR vias - 376
Syn Area/Cell - 13.83 µm²
Initial antenna violation count - 0
Slowest CP cell - mux2_4
CP required - 0.80 ns
Min Hold Slack - 0.7959 ns
Yosys Chip Area - 249.0 µm²
Hold Fails Final Rpt - 0
Die area - 0.006400 mm²
Fillers - 397
Cell area leaders - mux2_4 (60%), mux2_2 (27%), buf_12 (8.0%), buf_6 (4.5%)
Log Warnings - 34
Critical path data arrival time - 0.85 ns
Yosys top cell by area - mux2_4
Max Freq - 947.9 MHz
Yosys warns - 0
Initial DRC count - 0
Port Buffers - 49
Largest net degree at the start of global routing - 9
Slew Viols, Final - 0
CLK BUF - 0
WL/cell - 12.51 µm
GPL Wtd Cong - 0.8147
Crit. End Element - output pin
Max Cap Viol - 0
DRC - 0
DP Wirelength - 1224 µm
Cycle use final - 105.5%
Design Area, Final - 788.3 µm²
Final ANT Viol Nets - 0
Slew @ Worst Pin - 0.07186 ns
Die Wd - 80 µm
Worst Setup Slack, final - -0.05499 ns
DIE HEIGHT - 80 µm
Vias in the first global route - 424
Ant diodes - 0
Seq cells - 0
Core region area - 0.003416 mm²
Hold Crit Class - primary input to output pin
Peak supply drop - 107.3 µV
Status - complete, but fails checks
CP max FO - 8
Yosys top cell area share - 60.30%
Post-Syn Area - 249.0 µm²
[where the power goes]
group	switching (mW)	leakage (nW)	internal, mW
Combinational	0.0653	0.415	0.230
Clock	0	0	0
Sequential	0	0	0
Total	0.0653	0.415	0.230
[cells in the mapped netlist, drive strengths merged]
master  count
buf         2
mux2       16
[area by class of cell]
class                      instances  share of cell area [%]
timing repair buffer              51                   62.22
multi-input combinational         16                   30.48
tap                               46                   7.302
[logic make-up after synthesis]
| kind of cell | count (synthesis) | synth area share (%) |
|---|---|---|
| multiplexers | 16 | 87.43 |
| buffers and inverters | 2 | 12.56 |
[critical path: cells and delay by family]
family   cells  cell delay, ns
mux          1            0.30
buf+inv      3            0.36
[through the flow]
step	worst slack [ns]	power (mW)	utilization (%)	instances	setup TNS, ns
after global placement	-0.8446	0.3178	23.00	112	-13.06
after floorplan	0.07249	0.08933	-	18	0
after detailed placement	-0.8529	0.3199	23.00	112	-13.14
after global routing	-0.07982	0.3206	23.08	113	-1.098
after CTS	-0.06195	0.2813	22.16	113	-0.8908
final	-0.05499	0.2952	23.08	113	-0.8064
[placed cells by master, fill, tap and decap left out]
cell type,instances
buf_12,2
buf_16,1
buf_2,6
buf_6,10
dlygate4sd2_1,32
mux2_4,16
[timing repair]
| action | 4_1_cts | 5_1_grt |
|---|---|---|
| hold buffers | 0 | 0 |
| endpoints found under the setup margin | 16 | 16 |
| gates resized | 101 | 5 |
| buffers inserted | 0 | 0 |
| gates cloned | 1 | 0 |
[per-layer routing]
layer | share of wire [%] | vias up | global-route usage, %
met5 | 0 | - | 0
met4 | 0 | 0 | 0
met3 | 24 | 0 | 3.523
met2 | 25 | 49 | 4.735
met1 | 51 | 159 | 5.933
li1 | - | 168 | -
[final timing paths]
path / slack, ns / endpoint / cells past startpoint / from
min: 0.80 / Y[9] / 3 / I0[9]
max: -0.05 / Y[12] / 4 / S
Power and IR drop assume default switching activity.
